### flow/run.sh
#!/bin/bash
# OpenROAD 26Q1-2900-gdf79404cd8, Yosys 0.63+post, stock flow scripts
make -C /OpenROAD-flow-scripts/flow DESIGN_CONFIG=/design/flow/config.mk WORK_HOME=/design/flow/orfs finish
### flow/config.mk
export PLATFORM = sky130hd
export DESIGN_NAME = edge_detector
export DESIGN_NICKNAME = edge_detector
export VERILOG_FILES = /design/flow/design.v
export SDC_FILE = /design/flow/constraint.sdc
export NUM_CORES = 4
export LEC_CHECK = 1
export CORE_UTILIZATION = 30
### flow/constraint.sdc
current_design edge_detector

set clk_period 4.5
set clk_io_pct 0.2

create_clock -name clk0 -period $clk_period [get_ports {clk}]

set non_clock_inputs [all_inputs -no_clocks]
set_input_delay [expr $clk_period * $clk_io_pct] -clock clk0 $non_clock_inputs
set_output_delay [expr $clk_period * $clk_io_pct] -clock clk0 [all_outputs]
### flow/design.v
`timescale 1ns / 1ps
module clkdiv(
    input clk,
    output slow_clk,
    output fourtyhz_clk
    );
    reg [31:0] count = 0;  
    reg [31:0] count2 = 2;
    reg clk_out = 0;  
    reg clk2 = 2;
    assign slow_clk = clk_out;
    assign fourtyhz_clk = clk_out | clk2;  
    always @(posedge clk) begin
        count <= count + 1;
        clk_out <= 0;
        if(count == 4) begin
            clk_out <= 1;  
            count <= 0;  
        end
    end
    always @(negedge clk) begin
        count2 <= count2 + 1;
        clk2 <= 0;
        if(count2 == 4) begin
            clk2 <= 1;  
            count2 <= 0;  
        end
    end 
endmodule
`timescale 1ns / 1ps
module edge_detector(
    input clk,
    input SW0,
    output reg LED0
    );
    wire fourtyhz;
    clkdiv c1(clk, slow_clk, fourtyhz);
     reg [1:0]current_state = 0;
     reg [1:0]next_state = 0;
    always @(*) begin
        case(current_state)  
        0: begin  
            LED0 <= 0;  
            if(SW0) next_state <= 1;  
            else next_state <= 0;  
            end 
        1: begin  
            LED0 <= 1;  
            if (SW0) next_state <= 2;
            else next_state <= 0;
            end 
        2: begin  
            LED0 <= 0;
            if (SW0) next_state <= 2; 
            else next_state <= 0;
            end
        default: begin  
            LED0 = 0;
            next_state = 0;
            end
        endcase
    end
    always @(posedge slow_clk) begin
        current_state <= next_state;
    end
endmodule
==> results.sh <==
# physical design summary
export IMPL_status="finished, final reports clean"
export IMPL_synth_compound_area_share=0
export IMPL_fin_total_pwr_mw=0.576
export IMPL_grt_usage=0.108
export IMPL_wl_met1_um=1370
export IMPL_cts_resized=0
export IMPL_hold_viol_final=0
export IMPL_power_density_nw_per_um2=337
export IMPL_route_detailed_drc=0
export IMPL_numCtsBuffers=5
export IMPL_unclocked_pins=2
export IMPL_viasPerCell=4.54
export IMPL_yosysWarningCount=3
export IMPL_critPathLaunchType="flip-flop"
export IMPL_fin_crit_ns=1.90
export IMPL_crit_slowest_cell="or4_1"
export IMPL_yosys_stat_area_um2=1510
export IMPL_chipArea_um2=5320
export IMPL_comb_area_um2=757
export IMPL_ys_cells=158
export IMPL_ioPinCount=3
export IMPL_ys_types=24
export IMPL_nFillCells=478
export IMPL_slew_headroom=0.748
export IMPL_fp_dieW_um=72.9
export IMPL_drive_above_1_share=0.0727
export IMPL_path_cells="nand4_1, or4_1, nor4_2, xor2_1"
export IMPL_tightest_slew_ns=0.373
export IMPL_wl_met3_um=86
export IMPL_ant_nets=0
export IMPL_cp_max_fo=9
export IMPL_clk_pin_slew_ns=0.07
export IMPL_post_dp_cell_area_um2=1590
export IMPL_tool_warnings=28
export IMPL_core_region_area_um2=4790
export IMPL_dr_pass1_iters=4
export IMPL_grt_remaining_overflow=0
export IMPL_holdCritPathClass="flip-flop to flip-flop"
export IMPL_grt_antenna_before_repair=0
export IMPL_cts_tree="done"
export IMPL_cts_htree_levels=2
export IMPL_fp_utilization=0.315
export IMPL_leakage_nw=0.711
export IMPL_die_height_um=72.9
export IMPL_area_growth_pct=13.2
export IMPL_grt_pass1_vias=1010
export IMPL_fin_skew_ns=0.00554
export IMPL_synth_cells=158
export IMPL_wirelength_um=2500
export IMPL_hpwl_um=1780
export IMPL_netlist_area_leader_share=0.464
export IMPL_cp_required_ns=4.71
export IMPL_synthAdderAreaFrac=0.0415
export IMPL_slew_violations=0
export IMPL_syn_area_um2=1510
export IMPL_grt_max_degree=11
export IMPL_synthTopLogicFamily="simple AND/OR/NAND/NOR gates"
export IMPL_post_drt_wl_per_cell_um=10.8
export IMPL_row_count=25
export IMPL_wl_met2_um=982
export IMPL_clockBufferDepth=2
export IMPL_setup_viol=0
export IMPL_synth_area_per_cell_um2=9.55
export IMPL_synth_cellmix_simpleShare=0.286
export IMPL_highest_layer="met4"
export IMPL_ys_top_cells_by_area="dfxtp_1 (46%), xor2_1 (13%), xnor2_1 (4.6%)"
export IMPL_critPathKind="flip-flop to flip-flop"
export IMPL_root_buffer="clkbuf_8"
export IMPL_lay_top_count="dfxtp_1"
export IMPL_synth_xor_xnor_area_share=0.174
export IMPL_peakVddDrop_v=0.000209
export IMPL_place_congestion=0.823
export IMPL_grt_pass1_wl_um=4440
export IMPL_finalSetupTns_ns=0
export IMPL_period_used=0.423
export IMPL_rsz0062_at_grt="no"
export IMPL_max_freq_mhz=525
export IMPL_post_cts_buffers=0
export IMPL_vias=1053
export IMPL_cpPeakStageDelay_ns=0.70
export IMPL_portBuffers=2
export IMPL_clkLatencyLatePin_ns=0.28
export IMPL_ys_seq_share=0.464
export IMPL_untimed_endpoints=3
export IMPL_crit_arrival_ns=2.12
export IMPL_ys_ff=35
export IMPL_ys_sh_mux=0
export IMPL_diodes=0
export IMPL_drt_iter0_markers=63
export IMPL_drv_cap=0
export IMPL_final_cell_mix="dfxtp_1 (35), xor2_1 (22), nand2_1 (13), nor3_1 (13), nor2_1 (12)"
export IMPL_end_kind="flip-flop"
export IMPL_final_area_um2=1710
export IMPL_hold_buffers=0
export IMPL_largest_area_cell="dfxtp_1"
export IMPL_layout_area_seq_um2=701
## worst max-delay path, delay by kind of cell (launching register included)
kind,cells,cell delay [ns]
and+or+nand+nor,3,1.26
xor gates and xnor gates,1,0.16
DFF,1,0.41
## metal layers
metal,global-route usage,up-vias
li1,-,564
met4,0.0218,0
met1,0.170,464
met5,0,-
met2,0.156,18
met3,0.0224,7
## cells by family after synthesis
| kind of cell | Yosys count |
|---|---|
| xor gates and xnor gates | 30 |
| adders and majority gates | 5 |
| DFF | 35 |
| and+or+nand+nor | 77 |
| buffers and inverters | 11 |
## path summary, 6_finish.rpt
kind | from | endpoint | slack, ns | depth (start not counted)
max | c1.count[8] | c1.count[23] | 2.60 | 4
min | c1.count[0] | c1.count[0] | 0.48 | 1
max reg2reg | c1.count[8] | c1.count[23] | 2.60 | 4
min reg2reg | c1.count[0] | c1.count[0] | 0.48 | 1
## stage by stage
step           setup WS (ns)  cells  hold WS (ns)   util
2_1_floorplan           2.75    158         0.432      -
3_3_place_gp            2.60    224         0.461  0.333
3_5_place_dp            2.61    224         0.466  0.333
4_1_cts                 2.59    232         0.482  0.357
5_1_grt                 2.44    232         0.494  0.357
6_report                2.60    232         0.478  0.357
## flip-flops by register name (all words and copies together) (netlist names)
| name | flops |
|---|---|
| c1.count | 32 |
| c1.clk_out | 1 |
| current_state | 2 |
## cell usage after synthesis
library cell	number
clkbuf_2	1
nor2_1	12
nand4_1	10
buf_2	1
buf_6	1
or4_4	1
and3_1	1
nor4_1	8
nand3_1	6
nor4_2	2
nor4b_1	2
inv_1	8
xor2_1	22
and2_1	1
and4_1	3
nand2_1	13
nor3_1	13
or2_2	1
dfxtp_1	35
or4_1	2
nor2b_1	1
nand3_2	1
ha_1	5
xnor2_1	8
## final cells by class
class | instances | share of cell area
flip-flops and latches | 35 | 0.410
multi-input cells | 112 | 0.443
inverters | 8 | 0.0176
clock buffers | 7 | 0.0505
well taps | 67 | 0.0491
clock inverters | 1 | 0.0176
repair buffers | 2 | 0.0117
## report_power, final
part	switching, mW	leakage (nW)	internal, mW
Sequential	0	0.282	0.292
Clock	0.102	0.0585	0.180
Combinational	0.000400	0.370	0.000958
No activity file was given, so power comes from the tool's default toggle rates.
