[flow/run.sh]
#!/bin/bash
# OpenROAD 26Q1-2900-gdf79404cd8, Yosys 0.63+post, stock flow scripts
make -C /OpenROAD-flow-scripts/flow DESIGN_CONFIG=/design/flow/config.mk WORK_HOME=/design/flow/orfs finish
[flow/config.mk]
export PLATFORM = sky130hd
export DESIGN_NAME = datapath
export DESIGN_NICKNAME = datapath
export VERILOG_FILES = /design/flow/design.v
export SDC_FILE = /design/flow/constraint.sdc
export NUM_CORES = 4
export LEC_CHECK = 1
export CORE_AREA = 10 10 83 83
export DIE_AREA = 0 0 93 93
[flow/constraint.sdc]
current_design datapath

set clk_period 2.7
set clk_io_pct 0.2

create_clock -name clk0 -period $clk_period [get_ports {clk}]

set non_clock_inputs [all_inputs -no_clocks]
set_input_delay [expr $clk_period * $clk_io_pct] -clock clk0 $non_clock_inputs
set_output_delay [expr $clk_period * $clk_io_pct] -clock clk0 [all_outputs]
[flow/design.v]
`timescale 1ns / 1ps
module adder(
     input a, b, Cin,
     output S, Cout);
 assign S = (~a & ~b & Cin) | 
            (~a & b & ~Cin) |
            (a & ~b & ~Cin) |
            (a & b & Cin);
 assign Cout = (~a & b & Cin) |
               (a & ~b & Cin) |
               (a & b & ~Cin) |
               (a & b & Cin);
endmodule
`timescale 1ns / 1ps
module loadreg(
    input clk, load,     
    input [14:0]D,     
    output reg [15:0]Q,
    output reg fin
    ); 
    reg fin; 
    initial begin 
        Q = 0;
        fin = 0;
    end
    always @(posedge clk) begin     
        if(load) begin
            Q <= D; 
            fin <= 1;
        end
        else fin <= 0;
    end 
    endmodule 
module rca (
    input clk, load,
    input [14:0] a, b,
    input Cin,
    output [15:0] total,
    output fin
    );
 wire w1, w2, w3, w4, w5, w6, w7, w8, w9, w10, w11, w12, w13, w14;
 wire [15:0] data;
 adder b0(a[0], b[0], Cin, data[0], w1);
 adder b1(a[1], b[1], w1, data[1], w2);
 adder b2(a[2], b[2], w2, data[2], w3);
 adder b3(a[3], b[3], w3, data[3], w4);
 adder b4(a[4], b[4], w4, data[4], w5);
 adder b5(a[5], b[5], w5, data[5], w6);
 adder b6(a[6], b[6], w6, data[6], w7);
 adder b7(a[7], b[7], w7, data[7], w8);
 adder b8(a[8], b[8], w8, data[8], w9);
 adder b9(a[9], b[9], w9, data[9], w10);
 adder b10(a[10], b[10], w10, data[10], w11);
 adder b11(a[11], b[11], w11, data[11], w12);
 adder b12(a[12], b[12], w12, data[12], w13);
 adder b13(a[13], b[13], w13, data[13], w14);
 adder b14(a[14], b[14], w14, data[14], data[15]);
 loadreg ld(clk, load, data, total, fin);
endmodule
`timescale 1ns / 1ps
module cla (     
    input clk, load,
    input [3:0] a, b,
    input Cin,     
    output [4:0] total);
    wire [3:0] G, P;
    wire [4:0] sum, C; 
    assign G[0] = a[0] & b[0];
    assign G[1] = a[1] & b[1];
    assign G[2] = a[2] & b[2];
    assign G[3] = a[3] & b[3];
    assign P[0] = a[0] ^ b[0];
    assign P[1] = a[1] ^ b[1];
    assign P[2] = a[2] ^ b[2];
    assign P[3] = a[3] ^ b[3];
    assign C[0] = Cin;
    assign C[1] = (P[0] & C[0]) | G[0];
    assign C[2] = (P[1] & P[0] & C[0]) | (P[1] & G[0]) | G[1];
    assign C[3] = (P[2] & P[1] & P[0] & C[0]) | (P[2] & P[1] & G[0]) | (P[2] & G[1]) | G[2];
    assign C[4] = (P[3] & P[2] & P[1] & P[0] & C[0]) | (P[3] & P[2] & P[1] & G[0]) | (P[3] & P[2] & G[1]) | (P[3] & G[2]) | G[3];
    assign sum[0] = P[0] ^ C[0];
    assign sum[1] = P[1] ^ C[1];
    assign sum[2] = P[2] ^ C[2];
    assign sum[3] = P[3] ^ C[3];
    assign sum[4] = C[4];
    loadreg ld(clk, load, sum, total);
endmodule
`timescale 1ns / 1ps
module datapath (     
     input clk, load, sel, Cin,
     input [15:0] sw,
     output [15:0] led); 
wire [15:0] data;
wire [7:0] rip;
wire [7:0] c;
rca ripple(clk, load, sw[7:4], sw[3:0], Cin, rip);
cla carry(clk, load, sw[15:12], sw[11:8], Cin, c);
assign data[15:8] = sel ? c : 8'b00000000;
assign data[7:0] = sel ? 8'b00000000 : rip;
loadreg ld(clk, load, data, led);
endmodule
==> out/metrics.yaml <==
crit_fanout: 2
synth_cells: 66
setup.worst_path.start: "Cin"
root_buffer: "clkbuf_8"
crit_required_ps: 2820
post-route-util: 0.269
crit_chain: "clkdlybuf4s50_1 > fa_1 > fa_1 > inv_1 > fa_1 > fa_1 > inv_1"
initial_core_util: 0.189
grt_pass1_vias: 577
grt_usage: 0.0361
irDropWorstVdd_mv: 0.157
cts_resized: 0
antennaDiodeCount: 0
drive_above_1_share: 0.0500
r2r_end: "ld.Q[9]"
h-tree-depth: 1
dr_wl_met2_um: 588
io_buffers: 29
drt_iter0_drc: 18
startpoint_type: "input port"
drc: 0
p_clk_frac: 0.263
drv_slew: 0
fill_cells: 557
critPathSlowestCell: "clkdlybuf4s50_1"
routedWlPerCell_um: 8.91
timing.hold.ws_ps: 524
finalSetupTns_ps: 0
clock_latency_ps: 240
grt_pass1_wl_mm: 2.53
synth_cell_types: 13
viasPerCell: 3.02
critPathArrivalTime_ps: 2530
dieHeight_um: 93
warnings: 25
reg2reg_from: "carry.ld.Q[1]"
synthToLayoutAreaGrowth_pct: 42.5
yosys-top-cells-count: "edfxtp_1 (20), inv_1 (12), buf_4 (6)"
top_layer: "met4"
hp-class: "reg2reg"
critPathMostFrequentCell: "fa_1"
finalCritPeriodShare: 0.891
cellPowerDensity_nw_per_um2: 495
cts_tree: "built"
synth_top_cell_by_area: "edfxtp_1"
finalWorstSetupSlack_ps: 295
cap_viol_max_count: 0
max_freq_mhz: 416
finalPower_w: 0.000683
power_leakage_nw: 0.557
critPathCaptureType: "flop"
cpPeakStageDelay_ps: 450
cts_sinks: 20
ff_type: "edfxtp_1"
synth.top_cell.area_share: 0.619
crit_type: "in2reg"
die-area_sq_um: 8650
combPwrFrac: 0.164
ys_seq_frac: 0.619
yosysMostFrequentCell: "edfxtp_1"
core_area_sq_um: 5140
setup_viol: 0
die_x_um: 93
ys_warn_count: 9
period_minus_slack_ps: 2400
finalWirelength_mm: 1.52
r2r_slack_ps: 1950
routed-wl-met3_um: 124
path_clk_slew_ps: 60
syn_area_per_cell_sq_um: 14.7
met1_length_um: 758
vias: 513
hold_buffers: 0
antenna_found_initial: 0
synthArstFlopShare: 0
postCtsSetupBuffers: 0
clockBufferDepth: 2
rsz0062_at_grt: "false"
grt-ovfl-total: 0
pin_count: 36
cts_buffers: 3
grt_max_degree: 21
sw_frac_of_total: 0.183
edf_count: 20
dr.pass1.iters: 3
ant_nets: 0
ys_chip_area_sq_um: 970
internal_power_w: 0.000558
gp_congestion: 0.701
synth_area_sq_um: 970
switching_power_w: 0.000125
finalClockSkew_ps: 0.888
place_ws_ps: 25.4
rr_worst_depth: 1
ys_ff: 20
crit_end: "ripple.ld.Q[3]"
ys_cells: 66
finalHoldViolCount: 0
dp_hpwl_mm: 1.35
topCellsByArea: "edfxtp_1 (62%), fa_1 (10%), ha_1 (5.2%), buf_4 (4.6%), inv_1 (4.6%)"
seqPwrFrac: 0.573
rows: 26
status: "complete, no violations"
-- area by class of cell --
type / count / area [sq um] / share of cell area
well taps: 70 / 87.6 / 0.0634
repair buffers: 31 / 305 / 0.221
clock buffers: 3 / 41.3 / 0.0299
clock inverters: 1 / 3.75 / 0.00272
flip-flops and latches: 20 / 601 / 0.435
multi-input cells: 33 / 298 / 0.216
inverters: 12 / 45.0 / 0.0326
-- power groups by stage --
| stage | clock network (W) | registers (W) | logic [W] |
|---|---|---|---|
| after CTS | 0.000185 | 0.000392 | 0.000116 |
| after global routing | 0.000203 | 0.000394 | 0.000131 |
| final | 0.000179 | 0.000392 | 0.000112 |
-- sequential cells by signal, indices dropped and copies added, names as in the netlist --
signal,flops
ripple.ld.Q,5
carry.ld.Q,5
ld.Q,10
-- layout by cell type, fill, tap and decap left out, types with 2 or more instances in the layout --
cell type	synthesis	final
xnor2_1	2	2
conb_1	1	6
fa_1	5	5
edfxtp_1	20	20
ha_1	4	4
nor2b_1	5	5
clkbuf_8	0	3
and2_1	5	5
clkdlybuf4s50_1	0	29
a21o_1	3	3
buf_4	6	2
inv_1	12	12
-- how the worst min path moves through the flow --
stage / startpoint / endpoint / slack (ps) / depth (start not counted)
CTS: carry.ld.Q[2] / ld.Q[10] / 530 / 1
finish: carry.ld.Q[4] / ld.Q[12] / 520 / 1
global route: carry.ld.Q[4] / ld.Q[12] / 540 / 1
-- through the flow --
step	instances	instance area (sq um)
floorplan	71	988
global placement	166	1340
detailed placement	166	1340
CTS	170	1380
global route	170	1380
finish	170	1380
-- cell families after synthesis --
logic type	share of synthesized area
xor gates and xnor gates	0.0271
adders and majority gates	0.155
and+or+nand+nor	0.0645
buffers and inverters	0.0929
other	0.00387
DFF	0.619
AOI/OAI and AO/OA	0.0374
-- worst max-delay path, delay by kind of cell --
family                     cells  cell delay, ps
adders and majority gates      4            1410
buffers and inverters          3             590
-- per-layer routing --
| metal | vias up | global-route usage |
|---|---|---|
| li1 | 270 | - |
| met1 | 215 | 0.0500 |
| met2 | 26 | 0.0508 |
| met3 | 2 | 0.0145 |
| met4 | 0 | 0.0116 |
| met5 | - | 0 |
Power is estimated from default activity; no workload was simulated.
