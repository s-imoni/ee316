==> design/flow/design.v <==
`timescale 1ns / 1ps
module clkdiv(
    input clk,
    output slow_clk,
    output fourtyhz_clk
    );
    reg [31:0] count = 0;  
    reg [31:0] count2 = 2;
    reg clk_out = 0;  
    reg clk2 = 2;
    assign slow_clk = clk_out;
    assign fourtyhz_clk = clk_out | clk2;  
    always @(posedge clk) begin
        count <= count + 1;
        clk_out <= 0;
        if(count == 4) begin
            clk_out <= 1;  
            count <= 0;  
        end
    end
    always @(negedge clk) begin
        count2 <= count2 + 1;
        clk2 <= 0;
        if(count2 == 4) begin
            clk2 <= 1;  
            count2 <= 0;  
        end
    end 
endmodule
`timescale 1ns / 1ps
module onoff(
    input clk,  
    input on,   
    input off,  
    output reg led,  
    output wire slow_clk
    );
    clkdiv c1(clk, slow_clk);  
    reg current_state = 0;
    reg next_state = 0;
    always @(*) begin
        case(current_state)  
        0: begin  
            led = 0;  
            if(on) next_state = 1;  
            else next_state = 0;  
            end 
        1: begin  
            led = 1;  
            if(off) next_state = 0;  
            else next_state = 1;  
            end 
        default: begin  
            led = 0;
            next_state = 0;
            end
        endcase
    end
    always @(posedge slow_clk) begin
        current_state <= next_state;
    end
endmodule
==> design/flow/run.sh <==
#!/bin/bash
# OpenROAD 26Q1-2900-gdf79404cd8, Yosys 0.63+post, stock flow scripts
make -C /OpenROAD-flow-scripts/flow DESIGN_CONFIG=/design/flow/config.mk WORK_HOME=/design/flow/orfs finish
==> design/flow/config.mk <==
export PLATFORM = sky130hd
export DESIGN_NAME = onoff
export DESIGN_NICKNAME = onoff
export VERILOG_FILES = /design/flow/design.v
export SDC_FILE = /design/flow/constraint.sdc
export NUM_CORES = 4
export LEC_CHECK = 1
export CORE_AREA = 10 10 106 106
export DIE_AREA = 0 0 116 116
==> design/flow/constraint.sdc <==
current_design onoff

set clk_period 5.6
set clk_io_pct 0.2

create_clock -name clk0 -period $clk_period [get_ports {clk}]

set non_clock_inputs [all_inputs -no_clocks]
set_input_delay [expr $clk_period * $clk_io_pct] -clock clk0 $non_clock_inputs
set_output_delay [expr $clk_period * $clk_io_pct] -clock clk0 [all_outputs]
==> flow_summary.yaml <==
# physical design summary
die:
  ios: 5
  initCoreUtil_pct: 16.5
  die_h_um: 116
  coreArea_mm2: 0.00885
  core.rowCount: 34
  die_area_mm2: 0.0135
  die_w_um: 116
sta:
  finalHoldViolCount: 0
  finalWorstSetupSlack_ns: 3.40
  period_used_pct: 39.2
  report.final.slew_viol_count: 0
  rsz0062_at_grt: "no"
  slew_headroom_pct: 44.1
  tightest_slew_ns: 0.835
  untimed_endpoints: 2
  unclocked_regs: 1
  tns_ns: 0
  final.setup_skew_ns: 0.00644
  fmax_mhz: 455
  period_needed_ns: 2.20
  finalSetupViolations: 0
power_and_ir_drop:
  clkPwrFrac_pct: 45.4
  power_density_mw_per_mm2: 253
  ir_drop_uv: 92.6
  power_frac_comb_pct: 0.4
  p_sw_mw: 0.0856
  p_leak_nw: 0.536
  p_int_mw: 0.347
  power_frac_seq_pct: 54.2
  swShare_pct: 19.8
critical_path:
  worst_ep_arrival_time_ns: 1.08
  crit_family: "buffers and inverters"
  endpoint_kind: "primary output"
  start_kind: "flop"
  cp_slowest_cell: "clkdlybuf4s50_1"
  crit_chain: "clkdlybuf4s50_1"
  critPathKind: "reg2out"
  crit_required_ns: 4.48
  crit_buf_inv: 1
  critPathMaxStageDelay_ns: 0.46
  crit_path_max_fanout: 2
cts:
  cts.path.max_buffers: 2
  cts-root-buf: "clkbuf_8"
  cts-buffers-inserted: 5
  cts_setup_buffers: 0
  ctsHoldBuffers: 0
  clock_latency_ns: 0.29
  cts_tree: "built"
  post_cts_resized: 0
  clk_pin_slew_ns: 0.06
  htreeDepth: 2
global_route:
  grt_pass1_vias: 988
  met2_usage_pct: 5.76
  globalRouteMet1Util_pct: 5.66
  grt_pass1_wl_um: 4560
  grt_start_max_net_pins: 13
  globalRouteMet3Util_pct: 1.67
  antenna_found_initial: 0
  grt_overflow: 0
  busiest_layer: "met2"
  track_usage_pct: 4.06
logic_synthesis:
  ys_cells: 143
  syn_avg_cell_area_um2: 10.2
  synth.distinct_cells: 26
  yosys-stat-area_mm2: 0.00146
  synth_warnings: 2
  ys.flops: 34
  syn_inst: 143
  synth.cell_area_mm2: 0.00146
  ys_seq_share_pct: 46.7
place:
  gp_congestion: 0.784
  portBuffers: 4
  pre_cts_ws_ns: 3.68
  post-dp-hpwl_um: 1700
drt:
  drt_iter0_drc: 50
  vias: 1030
  diodes: 0
  vias_per_cell: 3.96
  ant_nets: 0
  avgRoutedWirePerCell_um: 9.97
  firstDrtPassIters: 4
  wl_um: 2590
  remaining_drc_errors: 0
layout:
  final_common_cell: "dfxtp_1"
  logic_area_um2: 736
  num-fill-cells: 946
  area_growth_pct: 17.1
  lay_top_cells: "dfxtp_1 (34), xnor2_1 (27), nand3_1 (15), nand4_1 (14), nor2_1 (9)"
  drive_above_1_share_pct: 9.87
  ff_latch_area_um2: 681
flow_run:
  warning_count: 26
  max-cap-violations: 0
worst_hold_path:
  hold_class: "reg2reg"
run_status:
  outcome: "complete, no violations"
[path summary, 6_finish.rpt]
| path | start | to | slack (ns) | cells after the start |
|---|---|---|---|---|
| max | c1.clk_out$_DFF_P_ | slow_clk | 3.40 | 1 |
| min | c1.count[31]$_SDFF_PN0_ | c1.count[31]$_SDFF_PN0_ | 0.47 | 1 |
| min reg2reg | c1.count[31]$_SDFF_PN0_ | c1.count[31]$_SDFF_PN0_ | 0.47 | 1 |
| max reg2reg | c1.count[0]$_SDFF_PN0_ | c1.count[10]$_SDFF_PN0_ | 3.66 | 5 |
[per-layer routing]
metal / share of wire [%] / wire length [µm]
met5: 0 / 0
met4: 2.5 / 65
met3: 6.5 / 168
met2: 39 / 1020
met1: 52 / 1340
[logic make-up after synthesis]
| kind of cell | after synthesis | share of synthesized area (%) |
|---|---|---|
| AND/OR/NAND/NOR | 69 | 30.0 |
| multiplexers | 1 | 0.686 |
| flip-flops | 34 | 46.7 |
| adder cells (fa/ha/maj) | 2 | 1.71 |
| buffers and inverters | 7 | 2.92 |
| XOR/XNOR | 30 | 18.0 |
[power groups by stage]
stage         logic (mW)  clock network [mW]  registers (mW)
CTS              0.00178               0.200           0.235
finish           0.00173               0.196           0.235
global route     0.00196               0.215           0.234
[synthesized netlist by cell type, drive strengths merged]
cell type  instances  share of area, %
nor2               9               2.3
mux2i              1              0.69
and3               8               3.9
nand4             15               7.5
and2               2              0.86
dfxtp             34                47
xnor2             27                16
nand2              5               1.3
nor4b              2               1.2
inv                4               1.0
nand3             15               5.1
buf                3               1.9
xor2               3               1.8
nor4               6               3.6
nor2b              1              0.43
nor3               3               1.8
and4               3               2.1
ha                 2               1.7
[sequential cells by signal, summed over array words and instances, names as in the netlist]
signal and count:
c1.count 32, c1.clk_out 1, current_state 1
[cell type report]
class | instances | share of cell area, %
multi-input combinational | 102 | 43.1
sequential | 34 | 39.9
tap | 108 | 7.91
clock buffer | 7 | 5.64
timing repair buffer | 4 | 2.34
inverter | 4 | 0.879
clock inverter | 1 | 0.293
[through the flow]
stage | area, µm² | instances | power [mW] | util [%] | hold WS, ns
final | 1710 | 260 | 0.433 | 19.3 | 0.467
after global routing | 1710 | 260 | 0.451 | 19.3 | 0.500
after CTS | 1710 | 260 | 0.436 | 19.3 | 0.467
after detailed placement | 1610 | 252 | 0.242 | 18.2 | 0.453
after global placement | 1610 | 252 | 0.242 | 18.2 | 0.439
after floorplan | 1460 | 143 | 0.240 | - | 0.430
Power figures rest on the tool's default switching activity, not on a simulated workload.
